$ cat design/flow/design.v
module debounce(
    input wire clk,           
    input wire reset,         
    input wire [3:0]button_in,     
    output reg [3:0]button_out     
);
    reg [15:0] counter;       
    reg button_sync_0;        
    reg button_sync_1;        
    always @(posedge clk or posedge reset) begin
        if (reset) begin
            button_sync_0 <= 0;
            button_sync_1 <= 0;
        end else begin
            button_sync_0 <= button_in;
            button_sync_1 <= button_sync_0;
        end
    end
    always @(posedge clk or posedge reset) begin
        if (reset) begin
            counter <= 0;
            button_out <= 0;
        end else if (button_sync_1 == button_out) begin
            counter <= 0;  
        end else begin
            counter <= counter + 1;
            if (counter == 16'hFFFF) begin
                button_out <= button_sync_1;  
            end
        end
    end
endmodule
$ cat design/flow/run.sh
#!/bin/bash
# OpenROAD 26Q1-2900-gdf79404cd8, Yosys 0.63+post, stock flow scripts
make -C /OpenROAD-flow-scripts/flow DESIGN_CONFIG=/design/flow/config.mk WORK_HOME=/design/flow/orfs finish
$ cat design/flow/config.mk
export PLATFORM = sky130hd
export DESIGN_NAME = debounce
export DESIGN_NICKNAME = debounce
export VERILOG_FILES = /design/flow/design.v
export SDC_FILE = /design/flow/constraint.sdc
export NUM_CORES = 4
export LEC_CHECK = 1
export CORE_AREA = 10 10 101 101
export DIE_AREA = 0 0 111 111
$ cat design/flow/constraint.sdc
current_design debounce

set clk_period 4.1
set clk_io_pct 0.2

create_clock -name clk0 -period $clk_period [get_ports {clk}]

set non_clock_inputs [all_inputs -no_clocks]
set_input_delay [expr $clk_period * $clk_io_pct] -clock clk0 $non_clock_inputs
set_output_delay [expr $clk_period * $clk_io_pct] -clock clk0 [all_outputs]
==> out/results.tsv <==
stage	metric	value	unit
cts	clk latency late pin	0.25	ns
cts	clock buffer depth	2	
cts	setup bufs post-CTS	0	
cts	number of hold buffers added after CTS	0	
sta	Slew headroom	52.2	%
logic_synthesis	Synth warnings	1	
worst_setup_path	crit path from	button_out[0]	
sta	RSZ-0062 raised after global routing	false	
worst_setup_path	RR Startpoint	counter[0]	
worst_setup_path	slowest stage delay, CP	0.51	ns
flow_run	Max-Cap Viols	0	
pwr	Pwr Density	298	nW/um^2
floorplan	Die Span Y	111	um
logic_synthesis	syn_area_per_cell	10.1	sq um
cts	Root Driver	clkbuf_8	
finish	share of layout cells above drive strength 1	6.12	%
placement	Final HPWL DP	1140	um
placement	post-placement setup slack	2.33	ns
logic_synthesis	#FFs+latches synth	19	
pwr	maximum vdd ir drop	163	uV
worst_setup_path	WS Path Type	reg2out	
global_routing	initial antenna violation count	0	
floorplan	row count	33	
worst_hold_path	hold_sp	button_sync_0	
pwr	net switching power	0.0000700	W
global_routing	first-pass GRT wire length	3010	um
cts	CTS buffer count	3	
worst_setup_path	Reg2Reg Depth	4	
placement	count of buffers from port buffering	3	
worst_hold_path	HP Class	reg2reg	
worst_setup_path	Worst Setup End Kind	primary output	
routing	WL per Instance	7.99	um
cts	CTS Sinks	19	
flow_run	tool warnings	28	
routing	drt total wl	1620	um
sta	final worst setup slack	2.11	ns
logic_synthesis	ys cells	94	
finish	most frequent logic cell in the layout	dfrtp_1	
cts	H-Tree Level Count	1	
cts	CTS tree	yes	
sta	setup TNS	0	ns
pwr	clock group share of total power	37.8	%
sta	endpoints failing setup	0	
worst_setup_path	CP required	3.28	ns
worst_setup_path	CP top delay family	buffers and inverters	
sta	crit path time final	1.99	ns
cts	CTS resizes	0	
routing	Vias	674	
worst_setup_path	Slowest-stage cell, CP	clkdlybuf4s50_1	
global_routing	GRT overflow	0	
logic_synthesis	Main area contributors	dfrtp_1, a21oi_1, nand4_1, mux2i_1, nand3_1	
floorplan	Boundary Pins	10	
routing	number of inserted diodes	0	
sta	worst-margin pin slew	0.717	ns
logic_synthesis	Syn Std Cell Area	950	sq um
finish	Fillers	916	
worst_setup_path	CP max FO	4	
sta	Final period util	48.5	%
pwr	switching share of power	20.9	%
pwr	P_int	0.000265	W
finish	commonest cells after routing, fill and taps aside	dfrtp_1, a21oi_1, nand2_1	
worst_hold_path	worst hold path depth	0	
pwr	static leakage	0.403	nW
logic_synthesis	area leader, netlist	dfrtp_1	
logic_synthesis	yosys synthesis chip area	950	sq um
pwr	Seq pwr share	58.0	%
routing	Starting DRT DRC Count	45	
global_routing	pin count of the biggest net entering global routing	20	
worst_setup_path	worst path bufs/invs	1	
sta	fmax	503	MHz
logic_synthesis	Cell Type Count	25	
floorplan	starting density of the core	11.7	%
worst_setup_path	Levels on crit path	1	
floorplan	Core Area	8130	sq um
sta	Hold WS	0.350	ns
logic_synthesis	Mapped Cells	94	
pwr	combinational share of power	4.2	%
sta	Fin. Hold Viols	0	
cts	clock transition at the registers of the reported paths	0.07	ns
finish	Area Overhead vs Synth	18.6	%
routing	first drt pass iteration count	3	
worst_setup_path	Worst Setup Start Kind	register	
routing	residual DRC count	0	
floorplan	Die X	111	um
global_routing	GRT Total Usage	2.70	%
floorplan	die area	12300	sq um
logic_synthesis	post-synthesis sequential area ratio	50.1	%
routing	post-route ant nets	0	
worst_setup_path	crit path DAT	1.17	ns
logic_synthesis	Max-area cell share	50.1	%
placement	placer congestion estimate	0.741	
run_status	status	finished, final reports clean	
global_routing	number of global-route vias before repair	635	
worst_setup_path	crit-path cells	clkdlybuf4s50_1	
finish	Util after Layout	13.8	%
routing	Vias/cell	3.32	
sta	Fin Clk Skew	0.000861	ns
sta	max-slew violations	0	
[final timing paths]
kind	slack (ns)	end
min in group asynchronous	0.98	counter[15]
hold / removal	0.35	button_sync_1
max in group asynchronous	2.66	counter[2]
setup / recovery	2.11	button_out[0]
hold reg to reg	0.35	button_sync_1
setup reg to reg	2.39	button_out[0]
[metrics by stage]
step	power, W	cell area [sq um]	instances
2_1_floorplan	0.000210	957	96
3_3_place_gp	0.000213	1080	199
3_5_place_dp	0.000213	1080	199
4_1_cts	0.000342	1130	203
5_1_grt	0.000356	1130	203
6_report	0.000335	1130	203
[sequential cells by signal, indices dropped and copies added, names as in the netlist]
| name | cells |
|---|---|
| counter | 16 |
| button_out | 1 |
| button_sync_0 | 1 |
| button_sync_1 | 1 |
[power by group through the flow]
stage	Combinational [W]	Sequential, W	Clock (W)
after CTS	0.0000149	0.000194	0.000133
after global routing	0.0000172	0.000195	0.000143
final	0.0000141	0.000194	0.000127
[layout make-up]
class | instances | area, sq um | share of cell area (%)
tap | 105 | 131 | 11.7
clock buffer | 4 | 45.0 | 4.00
multi-input combinational | 68 | 425 | 37.8
timing repair buffer | 4 | 37.5 | 3.33
inverter | 3 | 11.3 | 1.00
sequential | 19 | 475 | 42.2
[synthesized netlist by cell type]
| cell type | number |
|---|---|
| or3_1 | 4 |
| o31ai_1 | 4 |
| nand3_1 | 6 |
| o21ai_0 | 4 |
| nor2_1 | 4 |
| or4_1 | 4 |
| a21oi_1 | 8 |
| dfrtp_1 | 19 |
| and2_1 | 1 |
| mux2i_1 | 3 |
| inv_1 | 3 |
| nand4_1 | 5 |
| xor2_1 | 3 |
| buf_4 | 4 |
| nand2_1 | 7 |
| nand4_2 | 1 |
| nor4_2 | 1 |
| xnor2_1 | 2 |
| conb_1 | 1 |
| nand2b_1 | 3 |
| buf_6 | 1 |
| mux2_1 | 1 |
| clkbuf_1 | 1 |
| ha_1 | 1 |
| nor4_1 | 3 |
[kinds of logic after synthesis]
| logic type | count (synthesis) | share of synthesized area, % |
|---|---|---|
| fa+ha+maj | 1 | 1.32 |
| compound gates | 16 | 9.49 |
| mux | 4 | 4.35 |
| buf+inv | 9 | 5.93 |
| flops | 19 | 50.1 |
| other cells | 1 | 0.395 |
| simple gates | 39 | 23.8 |
| xor+xnor | 5 | 4.61 |
[per-layer routing]
metal / up-vias / part of all wire (%) / routed length (um) / GRT usage, %
met5: - / 0 / 0 / 0
met4: 0 / 1.3 / 21 / 0.521
met3: 4 / 3.3 / 54 / 0.547
met2: 10 / 42 / 681 / 4.01
met1: 317 / 53 / 864 / 3.93
li1: 343 / - / - / -
Power figures rest on the tool's default switching activity, not on a simulated workload.
