File: flow/config.mk
export PLATFORM = sky130hd
export DESIGN_NAME = judge_zyq
export DESIGN_NICKNAME = judge_zyq
export VERILOG_FILES = /design/flow/design.v
export SDC_FILE = /design/flow/constraint.sdc
export NUM_CORES = 4
export LEC_CHECK = 1
export CORE_AREA = 10 10 109 109
export DIE_AREA = 0 0 119 119
File: flow/constraint.sdc
current_design judge_zyq

set clk_period 5.4
set clk_io_pct 0.2

create_clock -name clk0 -period $clk_period [get_ports {CLK}]

set non_clock_inputs [all_inputs -no_clocks]
set_input_delay [expr $clk_period * $clk_io_pct] -clock clk0 $non_clock_inputs
set_output_delay [expr $clk_period * $clk_io_pct] -clock clk0 [all_outputs]
File: flow/design.v
module judge_zyq(CLK,row,col,out1,keypr);
	input [3:0] row;
	input [3:0] col;
	input CLK;
	output [4:0] out1;
	output keypr;
	reg keypr;
	reg [4:0]out;
	reg [4:0]out1;
	reg [2:0] cnt;
	initial begin
		cnt = 3'b000;
	end
	always @(posedge CLK)
	begin
		case({row,col})
			8'b11101110:begin out = 5'b00001; cnt = 3'b000; end 
			8'b11101101:begin out = 5'b00010;end 
			8'b11101011:begin out = 5'b00011;end 
			8'b11100111:begin out = 5'b01010;end 
			8'b11011110:begin out = 5'b00100; cnt = 3'b000;end 
			8'b11011101:out = 5'b00101; 
			8'b11011011:out = 5'b00110; 
			8'b11010111:out = 5'b01011; 
			8'b10111110:begin out = 5'b00111;cnt = 3'b000; end 
			8'b10111101:out = 5'b01000; 
			8'b10111011:out = 5'b01001; 
			8'b10110111:out = 5'b01100; 
			8'b01111110:begin out = 5'b01110; cnt = 3'b000; end 
			8'b01111101:out = 5'b00000; 
			8'b01111011:out = 5'b01111; 
			8'b01110111:out = 5'b01101; 
			default:cnt = cnt+1;
		endcase
		if(cnt==3'b100)
		begin
			keypr = 1'b0;
			out1 = 5'b10000;
		end
		else 
		begin
			keypr=1'b1;
			out1 = out;
		end
	end
endmodule
File: flow/run.sh
#!/bin/bash
# OpenROAD 26Q1-2900-gdf79404cd8, Yosys 0.63+post, stock flow scripts
make -C /OpenROAD-flow-scripts/flow DESIGN_CONFIG=/design/flow/config.mk WORK_HOME=/design/flow/orfs finish
==> flow_metrics.tcl <==
# collected from the flow reports
set metrics [dict create \
    outcome "complete, no violations" \
    ys_top_cells_by_count "27 x nand2_1, 24 x dfxtp_1, 13 x o21ai_0" \
    pre_cts_ws_ps 1857 \
    path_max_fanout 22 \
    drt_first_iter_violations 57 \
    yosys_warnings 1 \
    ff_latch_area_um2 480.5 \
    synth_top_area_share 0.3661 \
    synth-simple-area-share 0.3022 \
    cts_max_path_buffers 2 \
    syn_to_final_growth_pct 22.69 \
    tool_warnings 25 \
    drv_slew 0 \
    ant_nets 0 \
    routedWlPerCell_um 10.98 \
    max_cap_violations 0 \
    die-height_um 119 \
    utilization 0.1671 \
    final_cell_count_no_fill 291 \
    ys_sh_adder 0.009533 \
    ys_top_cells_by_area "dfxtp_1 37%, nand2_1 7.7%, nand4b_4 5.4%, o21ai_0 5.0%, xnor2_1 3.3%" \
    worst_slew_pin_slew_ps 603.8 \
    fin_crit_ps 3260 \
    design_area_um2 1610 \
    ff_type "dfxtp_1" \
    tns_ps 0 \
    synth_flops 24 \
    gp_congestion 0.8696 \
    path_class "in -> reg" \
    finalSetupViolations 0 \
    hold_path.class "reg -> reg" \
    gr-total-overflow 0 \
    worst_slack_ps 2140 \
    cts_setup_buffers 0 \
    route.detailed.drc 0 \
    dr_total_vias 1096 \
    ys_area_um2 1313 \
    syn_area_per_cell_um2 8.750 \
    fin_crit_sh 0.6037 \
    clk_latency_ps 260 \
    hold_buffers 0 \
    yosysSeqAreaShare 0.3661 \
    rsz0062_at_grt "no" \
    cts_resized 0 \
    htree_levels 1 \
    cts_tree "built" \
    std_cell_rows 36 \
    synth.largest_area_cell "dfxtp_1" \
    edf_count 0 \
    top_cell "nand2_1" \
    async_reset_ff_frac 0 \
    hpwl_um 2508 \
    netlist_area_um2 1313 \
    die_width_um 119 \
    cts_root_buf "clkbuf_8" \
    grt_pass1_wl_um 5306 \
    ys_types 42 \
    grt_max_degree 23 \
    p_per_area_nw_per_um2 324.6 \
    ys_sh_xor 0.04671 \
    floorplanUtilization 0.1362 \
    first_pass_iters 4 \
    ys_cells 150 \
    ir_drop_uv 88.53 \
    io_buffer_count 14 \
    finClkSkew_ps 2.411 \
    fmax_ghz 0.3068 \
    slew_headroom 0.5965 \
    cp.arrival_ps 3450 \
    synthMuxAreaShare 0.01621 \
    viasPerCell 3.766 \
    clk_pin_slew_ps 80 \
    p_leak_nw 0.6012 \
    antenna_cells 0 \
    cts_sinks 24 \
    syn_inst 150 \
    num-fill-cells 1099 \
    antenna_found_initial 0 \
    drt_wl_total_um 3194 \
    placed_cells 287 \
    io_pins 15 \
    placed_area_um2 1555 \
    aoi_share 0.2021 \
    hold_violations 0 \
    core-area_um2 9639 \
    ys_top_logic_family "simple AND/OR/NAND/NOR gates" \
    cts_made_buffers 3 \
    grt_usage 0.04422 \
    critPathLaunchType "primary input" \
    grt_pass1_vias 1032 \
    required_ps 5590 \
    final-comb-area_um2 757.0 \
    dieArea_um2 14160 \
    drive_above_1_share 0.08228 \
    end_kind "register" \
]
==> kinds of logic (layout without fill, tap and decap cells) <==
group	count (synthesis)	count (layout)
fa+ha+maj	1	1
mux	2	2
flops	24	24
simple gates	61	61
buf+inv	13	21
compound gates	42	42
xor+xnor	7	7
==> state kept, by name, summed over array words and instances (netlist names) <==
name   count
keypr      1
cnt        3
out1       5
out       15
==> cell usage in the layout (no fill, tap or decap), drive strengths merged, types with 4 or more instances in the layout <==
cell	count
nand2	27
dfxtp	24
o21ai	21
clkdlybuf4s50	14
nand4b	8
xnor2	5
nor2	5
a31oi	4
a21oi	4
nand3b	4
nor3	4
clkbuf	4
==> cell type report <==
| cell class | count | area share |
|---|---|---|
| Multi-Input combinational cell | 113 | 0.4701 |
| Timing Repair Buffer | 14 | 0.08702 |
| Sequential cell | 24 | 0.2984 |
| Inverter | 3 | 0.006993 |
| Clock buffer | 4 | 0.03419 |
| Tap cell | 133 | 0.1033 |
==> routing by layer <==
layer,wire (um),share of wire,global-route usage,vias up
met4,62,0.019,0.008397,0
met3,113,0.035,0.005276,4
met1,1585,0.50,0.06327,505
li1,-,-,-,563
met2,1432,0.45,0.07054,24
met5,0,0,0,-
==> worst max-delay path, cell delays in order <==
cell and delay (ps):
clkdlybuf4s50_1 690, nand4b_2 500, nand4_4 220, nand2_1 380, a32o_2 430, a31oi_1 140
==> where the power goes <==
group | internal (mW) | switching [mW] | leakage, nW | total [mW]
registers | 0.217 | 0.0237 | 0.197 | 0.241
clock network | 0.0650 | 0.0541 | 0.0288 | 0.119
logic | 0.0924 | 0.0701 | 0.375 | 0.162
total | 0.375 | 0.148 | 0.601 | 0.523
==> worst paths after layout <==
| kind | endpoint | cells past startpoint | start | slack, ps |
|---|---|---|---|---|
| setup / recovery | out1[1] | 6 | row[3] | 2140 |
| hold / removal | out[2] | 2 | out[2] | 450 |
| hold reg to reg | out[2] | 2 | out[2] | 450 |
| setup reg to reg | out1[0] | 3 | out[12] | 4120 |
==> stage by stage <==
stage	power, mW	hold slack, ps
after floorplan	0.3397	417.1
after global placement	0.4072	444.0
after detailed placement	0.4084	446.2
after CTS	0.5248	457.7
after global routing	0.5562	481.9
final	0.5227	453.8
Power figures rest on the tool's default switching activity, not on a simulated workload.
